==> flow/design.v <==
module NumbersBitMap	(	
					input		logic	clk,
					input		logic	resetN,
					input 	logic	[10:0] offsetX, 
					input 	logic	[10:0] offsetY,
					input		logic	InsideRectangle,  
					input 	logic	[3:0] digit,  
					output	logic				drawingRequest,  
					output	logic	[7:0]		RGBout
);
parameter  logic	[7:0] digit_color = 8'hff ;  
bit [0:15] [0:31] [0:15] number_bitmap  = {
{16'b	0000001111100000,
16'b	0000111111111000,
16'b	0000111111111000,
16'b	0001111111111100,
16'b	0011111001111100,
16'b	0011100000111110,
16'b	0111100000011110,
16'b	0111100000011110,
16'b	1111100000011111,
16'b	1111000000001111,
16'b	1111000000001111,
16'b	1111000000001111,
16'b	1111000000001111,
16'b	1111000000001111,
16'b	1111000000001111,
16'b	1111000000001111,
16'b	1111000000001111,
16'b	1111000000001111,
16'b	1111000000001111,
16'b	1111000000001111,
16'b	1111000000001111,
16'b	1111000000001111,
16'b	1111000000001111,
16'b	1111000000011110,
16'b	1111100000011110,
16'b	0111110000111110,
16'b	0111110000111100,
16'b	0011111001111100,
16'b	0011111111111000,
16'b	0001111111111000,
16'b	0000111111110000,
16'b	0000011111000000},
{16'b	0000000011100000,
16'b	0000000111100000,
16'b	0000011111100000,
16'b	0000111111100000,
16'b	0001111111100000,
16'b	0011111111100000,
16'b	0111111011100000,
16'b	0111100011100000,
16'b	0111000011100000,
16'b	0010000011100000,
16'b	0000000011100000,
16'b	0000000011100000,
16'b	0000000011100000,
16'b	0000000011100000,
16'b	0000000011100000,
16'b	0000000011100000,
16'b	0000000011100000,
16'b	0000000011100000,
16'b	0000000011100000,
16'b	0000000011100000,
16'b	0000000011100000,
16'b	0000000011100000,
16'b	0000000011100000,
16'b	0000000011100000,
16'b	0000000011100000,
16'b	0000000011100000,
16'b	0000000011100000,
16'b	0000000011100000,
16'b	0111111111111111,
16'b	0111111111111111,
16'b	0111111111111111,
16'b	0111111111111111},
{16'b	0000111111100000,
16'b	0001111111110000,
16'b	0111111111111000,
16'b	1111111111111000,
16'b	1111110011111100,
16'b	1111000011111100,
16'b	1110000001111110,
16'b	0000000000111110,
16'b	0000000000111110,
16'b	0000000000111110,
16'b	0000000000111100,
16'b	0000000001111100,
16'b	0000000001111100,
16'b	0000000001111000,
16'b	0000000011111000,
16'b	0000000011111000,
16'b	0000000011111000,
16'b	0000000011110000,
16'b	0000000011100000,
16'b	0000000111000000,
16'b	0000001111000000,
16'b	0000011110000000,
16'b	0000111100000000,
16'b	0001111100000000,
16'b	0001111100000000,
16'b	0011111000000000,
16'b	0111110000000001,
16'b	1111100000000011,
16'b	1111111111111111,
16'b	1111111111111111,
16'b	1111111111111111,
16'b	1111111111111111},
{16'b	0000111111100000,
16'b	0001111111111000,
16'b	0111111111111000,
16'b	1111111111111000,
16'b	1111110011111100,
16'b	1111000001111100,
16'b	1110000001111100,
16'b	0000000000111110,
16'b	0000000000111100,
16'b	0000000000111100,
16'b	0000000000111100,
16'b	0000000001111100,
16'b	0000000011111000,
16'b	0000000011111000,
16'b	0001111111110000,
16'b	0001111111000000,
16'b	0001111111111000,
16'b	0001111111111000,
16'b	0000000011111100,
16'b	0000000001111110,
16'b	0000000000111111,
16'b	0000000000011111,
16'b	0000000000011111,
16'b	0000000000011111,
16'b	0000000000011111,
16'b	0000000000111111,
16'b	1110000001111110,
16'b	1111100011111110,
16'b	1111111111111100,
16'b	1111111111111000,
16'b	0111111111111000,
16'b	0001111111000000},
{16'b	0000000011111000,
16'b	0000000011111000,
16'b	0000000011111000,
16'b	0000000011111000,
16'b	0000000111111000,
16'b	0000001111111000,
16'b	0000001101111000,
16'b	0000011101111000,
16'b	0000011101111000,
16'b	0000111101111000,
16'b	0001111101111000,
16'b	0001111101111000,
16'b	0001111001111000,
16'b	0011111001111000,
16'b	0011110001111000,
16'b	0111100001111000,
16'b	0111100001111000,
16'b	1111000001111000,
16'b	1110000001111000,
16'b	1110000001111000,
16'b	1110000001111000,
16'b	1111111111111111,
16'b	1111111111111111,
16'b	1111111111111111,
16'b	0000000001111000,
16'b	0000000001111000,
16'b	0000000001111000,
16'b	0000000001111000,
16'b	0000000001111000,
16'b	0000000001111000,
16'b	0000000001111000,
16'b	0000000011111100},
{16'b	0111111111111111,
16'b	0111111111111111,
16'b	0111111111111110,
16'b	0111111111111100,
16'b	0111100000000000,
16'b	0111100000000000,
16'b	0111100000000000,
16'b	0111100000000000,
16'b	0111100000000000,
16'b	0111100000000000,
16'b	0111100000000000,
16'b	0111111111100000,
16'b	0111111111111000,
16'b	0111111111111000,
16'b	0111111111111100,
16'b	0010000011111110,
16'b	0000000001111110,
16'b	0000000000111111,
16'b	0000000000011111,
16'b	0000000000011111,
16'b	0000000000001111,
16'b	0000000000001111,
16'b	0000000000001111,
16'b	0000000000011111,
16'b	0000000000011111,
16'b	1000000000111110,
16'b	1100000001111110,
16'b	1111100011111100,
16'b	1111111111111000,
16'b	1111111111111000,
16'b	1111111111110000,
16'b	0001111111000000},
{16'b	0000000111111100,
16'b	0000011111111110,
16'b	0000111111111110,
16'b	0001111111111111,
16'b	0001111100001111,
16'b	0011111100000001,
16'b	0011111000000000,
16'b	0111110000000000,
16'b	0111100000000000,
16'b	1111100000000000,
16'b	1111000000000000,
16'b	1111000000000000,
16'b	1111000000000000,
16'b	1111001111111000,
16'b	1111111111111100,
16'b	1111111111111110,
16'b	1111111111111111,
16'b	1111111101111111,
16'b	1111100000011111,
16'b	1111000000001111,
16'b	1111000000000111,
16'b	1111000000000111,
16'b	1111000000000111,
16'b	1111000000000111,
16'b	1111100000001111,
16'b	1111100000001111,
16'b	0111110000011111,
16'b	0111111101111110,
16'b	0011111111111110,
16'b	0001111111111100,
16'b	0001111111111000,
16'b	0000011111100000},
{16'b	1111111111111111,
16'b	1111111111111111,
16'b	1111111111111111,
16'b	1111111111111111,
16'b	1100000000001111,
16'b	1000000000011111,
16'b	0000000000011111,
16'b	0000000000011110,
16'b	0000000000111110,
16'b	0000000000111100,
16'b	0000000001111100,
16'b	0000000001111000,
16'b	0000000011111000,
16'b	0000000011111000,
16'b	0000000011111000,
16'b	0000000011111000,
16'b	0000000011110000,
16'b	0000000011110000,
16'b	0000000011100000,
16'b	0000000011100000,
16'b	0000000111100000,
16'b	0000000111100000,
16'b	0000001111000000,
16'b	0000001111000000,
16'b	0000011110000000,
16'b	0000011110000000,
16'b	0000111110000000,
16'b	0000111100000000,
16'b	0000111100000000,
16'b	0001111100000000,
16'b	0001111100000000,
16'b	0001111100000000},
{16'b	0000111111110000,
16'b	0001111111111000,
16'b	0011111111111100,
16'b	0111111111111110,
16'b	0111111011111110,
16'b	1111100000111111,
16'b	1111100000011111,
16'b	1111000000001111,
16'b	1111000000001111,
16'b	1111000000001111,
16'b	1111100000011110,
16'b	0111110000111110,
16'b	0111111001111100,
16'b	0011111111111000,
16'b	0001111111111000,
16'b	0000111111100000,
16'b	0000111111110000,
16'b	0001111111111000,
16'b	0011111111111100,
16'b	0111111001111110,
16'b	1111100000111111,
16'b	1111000000001111,
16'b	1110000000001111,
16'b	1110000000000111,
16'b	1110000000000111,
16'b	1111000000001111,
16'b	1111100000011111,
16'b	1111111001111111,
16'b	1111111111111110,
16'b	0111111111111110,
16'b	0011111111111000,
16'b	0001111111110000},
{16'b	0000111111100000,
16'b	0001111111111000,
16'b	0011111111111000,
16'b	0111111111111100,
16'b	1111111011111100,
16'b	1111100000111110,
16'b	1111000000011110,
16'b	1111000000011111,
16'b	1110000000001111,
16'b	1110000000001111,
16'b	1110000000001111,
16'b	1110000000001111,
16'b	1111000000001111,
16'b	1111100000011111,
16'b	1111111011111111,
16'b	1111111111111111,
16'b	0111111111111111,
16'b	0011111111111111,
16'b	0001111111001111,
16'b	0000000000001111,
16'b	0000000000001111,
16'b	0000000000001111,
16'b	0000000000011110,
16'b	0000000000011110,
16'b	0000000000111110,
16'b	0000000001111100,
16'b	1000000011111100,
16'b	1111000011111000,
16'b	1111111111111000,
16'b	1111111111110000,
16'b	1111111111100000,
16'b	0011111100000000},
{16'b	0000011111100000,
16'b	0000011111100000,
16'b	0000011111100000,
16'b	0000011111100000,
16'b	0000111111110000,
16'b	0000110000111000,
16'b	0000110000111000,
16'b	0000110000111000,
16'b	0001110000111100,
16'b	0001100000011100,
16'b	0011100000011100,
16'b	0011000000001100,
16'b	0111000000001110,
16'b	0111000000001110,
16'b	0111000000001110,
16'b	0111000000001110,
16'b	0111000000001110,
16'b	0111000000001110,
16'b	0111000000001110,
16'b	1111111111111111,
16'b	1111111111111111,
16'b	1111111111111111,
16'b	1110000000000111,
16'b	1110000000000111,
16'b	1110000000000111,
16'b	1110000000000111,
16'b	1110000000000111,
16'b	1110000000000111,
16'b	1110000000000111,
16'b	1110000000000111,
16'b	1110000000000111,
16'b	1111000000001111},
{16'b	1111111111110000,
16'b	1111111111111000,
16'b	1111111111111100,
16'b	1111111111111110,
16'b	0111000011111110,
16'b	0111000000111111,
16'b	0111000000011111,
16'b	0111000000001111,
16'b	0111000000001111,
16'b	0111000000001111,
16'b	0111000000011110,
16'b	0111000000111110,
16'b	0111000001111100,
16'b	0111111111111000,
16'b	0111111111111000,
16'b	0111111111100000,
16'b	0111111111110000,
16'b	0111111111111000,
16'b	0111111111111100,
16'b	0111000001111110,
16'b	0111000000111111,
16'b	0111000000001111,
16'b	0111000000001111,
16'b	0111000000000111,
16'b	0111000000000111,
16'b	0111000000001111,
16'b	0111000000011111,
16'b	0111000001111111,
16'b	1111111111111110,
16'b	1111111111111110,
16'b	1111111111111000,
16'b	1111111111110000},
{16'b	0000001111111000,
16'b	0000111111111100,
16'b	0000111111111110,
16'b	0001111111111111,
16'b	0011111001000011,
16'b	0011100000000001,
16'b	0111100000000000,
16'b	0111100000000000,
16'b	1111100000000000,
16'b	1111000000000000,
16'b	1111000000000000,
16'b	1111000000000000,
16'b	1111000000000000,
16'b	1111000000000000,
16'b	1111000000000000,
16'b	1111000000000000,
16'b	1111000000000000,
16'b	1111000000000000,
16'b	1111000000000000,
16'b	1111000000000000,
16'b	1111000000000000,
16'b	1111000000000000,
16'b	1111000000000000,
16'b	1111000000000000,
16'b	1111100000000000,
16'b	0111110000000000,
16'b	0111110000000001,
16'b	0011111001000011,
16'b	0011111111111111,
16'b	0001111111111110,
16'b	0000111111111100,
16'b	0000011111111000},
{16'b	1111111111100000,
16'b	1111111111111000,
16'b	1111111111111000,
16'b	1111111111111100,
16'b	0111000001111100,
16'b	0111000000111110,
16'b	0111000000011110,
16'b	0111000000011110,
16'b	0111000000011111,
16'b	0111000000001111,
16'b	0111000000001111,
16'b	0111000000001111,
16'b	0111000000001111,
16'b	0111000000001111,
16'b	0111000000001111,
16'b	0111000000001111,
16'b	0111000000001111,
16'b	0111000000001111,
16'b	0111000000001111,
16'b	0111000000001111,
16'b	0111000000001111,
16'b	0111000000001111,
16'b	0111000000001111,
16'b	0111000000011110,
16'b	0111000000011110,
16'b	0111000000111110,
16'b	0111000000111100,
16'b	0111000001111100,
16'b	1111111111111000,
16'b	1111111111111000,
16'b	1111111111110000,
16'b	1111111111000000},
{16'b	1111111111111111,
16'b	1111111111111111,
16'b	1111111111111111,
16'b	1111111111111111,
16'b	1111000000000011,
16'b	1111000000000000,
16'b	1111000000000000,
16'b	1111000000000000,
16'b	1111000000000000,
16'b	1111000000000000,
16'b	1111000000000000,
16'b	1111000000000000,
16'b	1111000000000000,
16'b	1111000000000001,
16'b	1111111111111111,
16'b	1111111111111111,
16'b	1111111111111111,
16'b	1111111111111111,
16'b	1111000000000001,
16'b	1111000000000000,
16'b	1111000000000000,
16'b	1111000000000000,
16'b	1111000000000000,
16'b	1111000000000000,
16'b	1111000000000000,
16'b	1111000000000000,
16'b	1111000000000000,
16'b	1111000001000011,
16'b	1111111111111111,
16'b	1111111111111111,
16'b	1111111111111111,
16'b	1111111111111111},
{16'b	1111111111111111,
16'b	1111111111111111,
16'b	1111111111111111,
16'b	1111111111111111,
16'b	1111000000000011,
16'b	1111000000000000,
16'b	1111000000000000,
16'b	1111000000000000,
16'b	1111000000000000,
16'b	1111000000000000,
16'b	1111000000000000,
16'b	1111000000000000,
16'b	1111000000000000,
16'b	1111000000000001,
16'b	1111111111111111,
16'b	1111111111111111,
16'b	1111111111111111,
16'b	1111111111111111,
16'b	1111000000000001,
16'b	1111000000000000,
16'b	1111000000000000,
16'b	1111000000000000,
16'b	1111000000000000,
16'b	1111000000000000,
16'b	1111000000000000,
16'b	1111000000000000,
16'b	1111000000000000,
16'b	1111000000000000,
16'b	1111000000000000,
16'b	1111000000000000,
16'b	1111000000000000,
16'b	1111000000000000}
} ; 
always_ff@(posedge clk or negedge resetN)
begin
	if(!resetN) begin
		drawingRequest <=	1'b0;
	end
	else begin
		drawingRequest <=	1'b0;
		if (InsideRectangle == 1'b1 )
			drawingRequest <= (number_bitmap[digit][offsetY][offsetX]);	 
	end 
end
assign RGBout = digit_color ;  
endmodule
==> flow/run.sh <==
#!/bin/bash
# OpenROAD 26Q1-2900-gdf79404cd8, Yosys 0.63+post, stock flow scripts
make -C /OpenROAD-flow-scripts/flow DESIGN_CONFIG=/design/flow/config.mk WORK_HOME=/design/flow/orfs finish
==> flow/config.mk <==
export PLATFORM = sky130hd
export DESIGN_NAME = NumbersBitMap
export DESIGN_NICKNAME = NumbersBitMap
export VERILOG_FILES = /design/flow/design.v
export SDC_FILE = /design/flow/constraint.sdc
export NUM_CORES = 4
export LEC_CHECK = 1
export CORE_UTILIZATION = 50
==> flow/constraint.sdc <==
current_design NumbersBitMap

set clk_period 1.0
set clk_io_pct 0.2

create_clock -name clk0 -period $clk_period [get_ports {clk}]

set non_clock_inputs [all_inputs -no_clocks]
set_input_delay [expr $clk_period * $clk_io_pct] -clock clk0 $non_clock_inputs
set_output_delay [expr $clk_period * $clk_io_pct] -clock clk0 [all_outputs]
==> impl_metrics.tcl <==
# collected from the flow reports
set metrics [dict create \
    outcome "finished, violations left" \
    violations "setup timing" \
    hpwl_microns 19860 \
    fp_util_pct 52.69 \
    synth-seq-cells 1 \
    cap_violations 0 \
    pre_cts_slack_ns -3.480 \
    coreArea_sq_um 9415 \
    grt_pass1_wl_microns 41730 \
    clkTransAtPathRegs_ns 0 \
    port_buffers 29 \
    regMostFlops "drawingRequest" \
    syn_to_final_growth_pct 50.59 \
    critPathArrivalTime_ns 4.15 \
    netlist.area_leader.share_pct 9.887 \
    top_cell "o21ai_0" \
    avgSynthCellArea_sq_um 5.963 \
    vdd_drop_max_mv 1.008 \
    top_cells_by_count "o21ai_0 (98), a21oi_1 (92), clkbuf_1 (83)" \
    num_rows 35 \
    yosys_area_sq_um 4961 \
    layout_min_cycle_time_ns 4.289 \
    ff_type "dfrtp_1" \
    async_flop_share_pct 100.0 \
    ys_cells 832 \
    yosysTopAreaCell "o21ai_0" \
    dpl-instance-area_sq_um 7118 \
    ios 38 \
    power.leakage_nw 3.096 \
    via_per_inst 7.273 \
    cp-startpoint "offsetX[5]" \
    synth.distinct_cells 73 \
    cts_hold_buf 0 \
    finalHoldViolCount 0 \
    rsz0062_at_grt "yes" \
    drc 0 \
    mi_logic_area_sq_um 4651 \
    relSlewSlack_pct 38.27 \
    largest_register_ffs 1 \
    whs_ns 0.3554 \
    die_x_microns 101.6 \
    end_kind "register" \
    finalCritPeriodShare_pct 428.9 \
    setup_viol 1 \
    worst_pin_slew_ns 0.9240 \
    firstDrtPassIters 19 \
    grt_max_degree 25 \
    drtIter0Drc 1706 \
    tns_ns -3.289 \
    top_cells_by_area "o21ai_0 (9.9%), a21oi_1 (9.3%), clkbuf_1 (6.3%), nor2_1 (5.8%), nand2_1 (4.5%)" \
    wl_microns 27690 \
    timing.final.ws_setup_ns -3.289 \
    nFillCells 664 \
    grt_pass1_vias 7685 \
    synth_cells 832 \
    hold_class "input pin to async pin" \
    post-route-cell-area_sq_um 7471 \
    antenna_cells 0 \
    grt_overflow 0 \
    die_area_sq_um 10320 \
    powerDensity_nw_per_um2 1355 \
    gp_congestion 1.359 \
    antenna_left 0 \
    ys_seq_share_pct 0.5044 \
    fin_util_pct 79.35 \
    track_usage_pct 54.10 \
    slew_viol_final 0 \
    path_class "input pin to register" \
    synth_area_sq_um 4961 \
    seq_area_sq_um 25.02 \
    critPathRequiredTime_ns 0.86 \
    cp_max_fo 15 \
    antenna_found_initial 1 \
    num_vias 8509 \
    edf_count 0 \
    start_kind "input pin" \
    biggestRegsByFlops "drawingRequest: 1 flops" \
    drt-wirelength-per-cell_microns 23.66 \
    drive_gt1_share_pct 32.95 \
    ys_warn_count 1 \
    warnings 31 \
    fmax_ghz 0.2332 \
    die_y_microns 101.6 \
]
## worst max-delay path, cell delays in order
cell	delay (ns)
dlygate4sd2_1	0.28
inv_1	0.06
ha_1	0.28
ha_1	0.28
ha_2	0.20
fa_2	0.70
buf_6	0.15
buf_6	0.15
nor2_1	0.10
buf_4	0.15
o21ai_0	0.07
o2111ai_1	0.13
nor3_1	0.58
nor3_1	0.13
o21ai_0	0.25
a21oi_1	0.11
a32oi_2	0.24
a2111oi_2	0.06
## power breakdown
part | internal (W) | switching, W
combinational | 0.00431 | 0.00576
sequential | 0.0000523 | 0.00000338
clock | 0 | 0
## final cells by class
cell class | instances | share of cell area (%)
multi-input combinational | 702 | 62.25
timing repair buffer | 313 | 33.93
tap | 129 | 2.160
inverter | 25 | 1.323
sequential | 1 | 0.3350
## cell usage in the layout (no fill, tap or decap), types with 5 or more instances in the layout
cell,synthesis,routed
buf_4,8,268
o21ai_0,98,95
a21oi_1,92,90
nor2_1,77,75
nand2_1,60,60
inv_1,24,23
nor3_1,24,23
a211oi_1,20,20
clkdlybuf4s50_1,0,19
nand2b_1,18,17
a31oi_1,17,16
o211ai_1,14,14
o31ai_1,15,13
nor2b_1,13,13
ha_1,17,13
xnor2_1,13,12
nand3_1,12,12
o2111ai_1,13,11
o22ai_1,11,10
a221oi_1,13,10
buf_6,0,10
o21a_1,9,9
a2111oi_0,12,8
o221ai_1,8,8
o311ai_0,10,8
a211o_1,8,8
conb_1,1,8
xor2_1,8,7
and2_1,7,7
buf_12,0,7
nor4_1,6,6
a22oi_1,6,6
nand4_1,6,6
buf_2,1,6
a21o_1,5,5
o32ai_1,6,5
nor3b_1,5,5
or3_1,5,5
a2111oi_2,1,5
## what timing repair did
item                       4_1_cts  5_1_grt
resized                         46       21
gates cloned                     1        0
pin swaps                       20       21
setup endpoints to repair        1        1
setup buffers                    9        7
## how the worst max path moves through the flow
stage                            end  slack (ns)  cells past startpoint
after global routing  drawingRequest       -3.40                     20
final                 drawingRequest       -3.29                     18
after CTS             drawingRequest       -3.17                     16
## cells by family (layout without fill, tap and decap cells)
| family | after synthesis | after routing | share of synthesized area (%) |
|---|---|---|---|
| adder cells (fa/ha/maj) | 22 | 22 | 6.305 |
| buffers and inverters | 136 | 338 | 10.95 |
| AND-OR/OR-AND | 395 | 395 | 52.66 |
| AND/OR/NAND/NOR | 252 | 252 | 24.72 |
| flip-flops | 1 | 1 | 0.5043 |
| other | 1 | 8 | 0.07559 |
| multiplexers | 4 | 4 | 1.084 |
| XOR/XNOR | 21 | 21 | 3.708 |
## metal layers
layer	track usage [%]	part of all wire, %
met3	32.35	19
met5	2.885	0.15
met1	69.35	36
met2	68.50	35
met4	31.10	9.5
## metrics by stage
| stage | instances | total power [W] |
|---|---|---|
| after CTS | 1163 | 0.009014 |
| final | 1170 | 0.01012 |
| after floorplan | 839 | 0.004707 |
| after global placement | 1153 | 0.008517 |
| after global routing | 1170 | 0.01038 |
| after detailed placement | 1153 | 0.008557 |
Power is estimated from default activity; no workload was simulated.
